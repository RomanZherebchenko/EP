### flow/design.v
module const_div(CLOCK_50, KEY, GPIO_0);
input           CLOCK_50;
input   [1:0]   KEY;
output  [35:0]  GPIO_0;
parameter       DIV_BY = 7;
localparam      N = $clog2(DIV_BY);
reg     [N-1:0] cnt;
wire    sys_clk         = CLOCK_50;
wire    sys_rst_n       = KEY[1];
wire    sync_rst_cnt    = (DIV_BY-1) == cnt;
assign GPIO_0[0] = sync_rst_cnt;
always @(posedge sys_clk, negedge sys_rst_n) begin
    if(~sys_rst_n) begin
        cnt <= 0;
    end else begin
        if (sync_rst_cnt)
            cnt <= 0;
        else
            cnt <= cnt + 1'b1;
    end
end
endmodule
### flow/run.sh
#!/bin/bash
# OpenROAD 26Q1-2900-gdf79404cd8, Yosys 0.63+post, stock flow scripts
make -C /OpenROAD-flow-scripts/flow DESIGN_CONFIG=/design/flow/config.mk WORK_HOME=/design/flow/orfs finish
### flow/config.mk
export PLATFORM = sky130hd
export DESIGN_NAME = const_div
export DESIGN_NICKNAME = const_div
export VERILOG_FILES = /design/flow/design.v
export SDC_FILE = /design/flow/constraint.sdc
export NUM_CORES = 4
export LEC_CHECK = 1
export CORE_AREA = 10 10 70 70
export DIE_AREA = 0 0 80 80
### flow/constraint.sdc
current_design const_div

set clk_period 1.2
set clk_io_pct 0.2

create_clock -name clk0 -period $clk_period [get_ports {CLOCK_50}]

set non_clock_inputs [all_inputs -no_clocks]
set_input_delay [expr $clk_period * $clk_io_pct] -clock clk0 $non_clock_inputs
set_output_delay [expr $clk_period * $clk_io_pct] -clock clk0 [all_outputs]
==> results.json <==
{
  "status": "finished clean",
  "fp_util_pct": 11.6,
  "power.share.clock_pct": 60.1,
  "largestRegisters": "cnt x3",
  "top_cell_area_share_pct": 67.9,
  "top_cells_by_area": "buf_4 68%, dfrtp_1 19%, mux2i_1 2.5%",
  "common_cells": "36 x buf_4, 3 x dfrtp_1",
  "total_power_uw": 283,
  "layout_min_cycle_time_ns": 1.14,
  "critPathMaxFanout": 2,
  "drive_gt1_share_pct": 16.7,
  "numClockSinks": 3,
  "wl_met1_microns": 283,
  "clockBufferDepth": 2,
  "drc_errors": 0,
  "power.internal_uw": 229,
  "largest_reg_flops": 3,
  "dpl.cell_count": 96,
  "vias": 179,
  "regMostFlops": "cnt",
  "r2r-start": "cnt[2]",
  "top_area_cell": "buf_4",
  "pwr-share-seq_pct": 36.0,
  "leakage_uw": 0.000202,
  "edf_count": 0,
  "io-pin-count": 39,
  "final_util_pct": 11.0,
  "ir_drop_mv": 0.108,
  "min_path_type": "in -> async",
  "clock_latency_ns": 0.23,
  "cts_max_level": 1,
  "dieArea_sq_mm": 0.00640,
  "die_w_microns": 80,
  "die_y_microns": 80,
  "final_cell_count_no_fill": 100,
  "syn_area_sq_um": 398,
  "synth.avg_cell_area_sq_um": 8.47,
  "crit_required_ns": 0.96,
  "dr_wl_met3_microns": 28,
  "rr_endpoint": "cnt[1]",
  "p_switching_uw": 54.1,
  "async_reset_ff_share_pct": 100,
  "finalHoldViolations": 0,
  "cts_buffers": 3,
  "postSynthCellCount": 47,
  "drt_iter0_markers": 2,
  "fin_hold_ws_ns": 0.192,
  "drv_cap": 0,
  "cts_resized": 3,
  "grt_pass1_vias": 232,
  "grt_max_degree": 5,
  "most_common_cell": "buf_4",
  "warnings": 26,
  "yosys.cell_types.count": 10,
  "finalMaxSlewViolations": 0,
  "cp-endpoint": "GPIO_0[0]",
  "viasPerCell": 1.79,
  "rrSetupSlack_ns": 0.32,
  "skew_ns": 0.000777,
  "ant_nets": 0,
  "ys_area_sq_um": 398,
  "rsz0062_at_grt": "false",
  "grt_pass1_wl_microns": 848,
  "combPwrFrac_pct": 4.0,
  "antenna_cells": 0,
  "coreArea_sq_mm": 0.00342,
  "worstRegToRegCells": 3,
  "numPortBuffers": 2,
  "switching_share_pct": 19.1,
  "routed-wl-met2_microns": 347,
  "n_fill_cell": 408,
  "ys_cells": 47,
  "max_freq_mhz": 878,
  "setup.worst_path.class": "reg -> out",
  "setup_slack_ns": 0.0616,
  "ys_ff": 3,
  "hold_buffers": 0,
  "crit_path_end_kind": "output port",
  "grtUsageTotal_pct": 1.53,
  "yosys_warnings": 36,
  "global_route.overflow_total": 0,
  "cellPowerDensity_mw_per_mm2": 751,
  "area_growth_pct": -5.35,
  "post_drt_wl_per_cell_microns": 6.58,
  "pre_cts_slack_ns": -0.0986,
  "clk_pin_slew_ns": 0.03,
  "finalSetupViolations": 0,
  "setup.worst_path.start": "cnt[0]",
  "post_cts_buffers": 0,
  "ys_seq_share_pct": 18.9,
  "placementRows": 21,
  "cp.arrival_ns": 0.90,
  "dp_hpwl_microns": 625,
  "top_layer_used": "met3",
  "totalWireLength_microns": 658,
  "synthFlopType": "dfrtp_1",
  "globalplace.congestion": 0.664,
  "cp-start-kind": "register",
  "antenna_found_initial": 0,
  "cts_tree": "yes",
  "root_buffer": "clkbuf_4",
  "drt_first_pass_iters": 3,
  "post-route-period-util_pct": 94.9
}
==> metal layers <==
layer  GRT usage [%]  vias to the layer above
li1                -                       86
met1            1.86                       75
met2            2.65                       18
met3               0                        0
met4           0.880                        0
met5               0                        -
==> power by group through the flow <==
stage	Combinational, uW	Clock (uW)	Sequential [uW]
CTS	15.0	179	102
finish	11.2	170	102
global route	17.5	189	102
==> cells in the final DEF (no fill, tap or decap) <==
master / n
buf_2: 1
nand2b_1: 1
conb_1: 35
o21ai_2: 1
clkbuf_1: 1
clkbuf_4: 3
or2b_1: 1
and3_2: 1
dfrtp_1: 3
buf_4: 3
a21oi_1: 1
inv_1: 1
mux2i_1: 1
clkdlybuf4s50_1: 1
==> cell families (layout without fill, tap and decap cells) <==
kind of cell / after synthesis / count (layout) / share of synthesized area [%]
buffers and inverters: 37 / 10 / 68.9
DFF: 3 / 3 / 18.9
and+or+nand+nor: 3 / 3 / 5.35
AOI/OAI and AO/OA: 2 / 2 / 3.46
other: 1 / 35 / 0.942
muxes: 1 / 1 / 2.52
==> worst min-delay path by stage <==
stage	startpoint	endpoint	slack (ns)	depth (start not counted)
6_report	KEY[1]	cnt[2]	0.19	1
4_1_cts	KEY[1]	cnt[2]	0.19	1
5_1_grt	KEY[1]	cnt[2]	0.18	1
==> worst max-delay path, stage by stage (launching register included) <==
cell     delay [ns]
dfrtp_1        0.36
inv_1          0.06
and3_2         0.15
buf_2          0.09
==> metrics by stage <==
stage	setup TNS [ns]	area (sq um)
floorplan	0	526
global placement	-0.0951	355
detailed placement	-0.0986	355
CTS	0	377
global route	0	377
finish	0	377
==> area by class of cell <==
type | count | area, sq um | area share [%]
clock buffer | 4 | 26.3 | 6.98
tap | 46 | 57.6 | 15.3
multi-input combinational | 41 | 176 | 46.8
sequential | 3 | 75.1 | 19.9
inverter | 1 | 3.75 | 0.997
timing repair buffer | 5 | 37.5 | 9.97
No activity file was given, so power comes from the tool's default toggle rates.
