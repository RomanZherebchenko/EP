[/design/flow/config.mk]
export PLATFORM = sky130hd
export DESIGN_NAME = prog_div
export DESIGN_NICKNAME = prog_div
export VERILOG_FILES = /design/flow/design.v
export SDC_FILE = /design/flow/constraint.sdc
export NUM_CORES = 4
export LEC_CHECK = 1
export CORE_AREA = 10 10 75 75
export DIE_AREA = 0 0 85 85
[/design/flow/constraint.sdc]
current_design prog_div

set clk_period 3.1
set clk_io_pct 0.2

create_clock -name clk0 -period $clk_period [get_ports {CLOCK_50}]

set non_clock_inputs [all_inputs -no_clocks]
set_input_delay [expr $clk_period * $clk_io_pct] -clock clk0 $non_clock_inputs
set_output_delay [expr $clk_period * $clk_io_pct] -clock clk0 [all_outputs]
[/design/flow/design.v]
module prog_div(CLOCK_50, KEY, SW, GPIO_0);
input           CLOCK_50;
input   [1:0]   KEY;
input   [9:0]   SW;
output  [35:0]  GPIO_0;
reg     [9:0]   cnt_ff;
reg     [9:0]   div_const_ff;
wire    sys_clk     = CLOCK_50;
wire    sys_rst_n   = KEY[1];
wire    preload_cnt = ~|cnt_ff;
assign GPIO_0[0] = preload_cnt;
always @(posedge sys_clk, negedge sys_rst_n) begin
    if(~sys_rst_n) begin
        div_const_ff <= 1;
    end else begin
        div_const_ff <= SW;  
    end
end
always @(posedge sys_clk, negedge sys_rst_n) begin
    if(~sys_rst_n) begin
        cnt_ff <= 0;
    end else begin
        if (preload_cnt)
            cnt_ff <= div_const_ff;
        else
            cnt_ff <= cnt_ff - 1'b1;
    end
end
endmodule
[/design/flow/run.sh]
#!/bin/bash
# OpenROAD 26Q1-2900-gdf79404cd8, Yosys 0.63+post, stock flow scripts
make -C /OpenROAD-flow-scripts/flow DESIGN_CONFIG=/design/flow/config.mk WORK_HOME=/design/flow/orfs finish
==> results.sh <==
# implementation run metrics
export IMPL_status="completed"
export IMPL_reg2reg_depth=6
export IMPL_crit_buf_inv=2
export IMPL_top_area_share_pct=45.2
export IMPL_grt_pass1_wl_microns=2950
export IMPL_port_buffers=12
export IMPL_topCellsByArea="dfrtp_1 45%, buf_4 26%, o21ai_0 4.8%"
export IMPL_wl_microns=1780
export IMPL_hold_worst_slack_ns=0.453
export IMPL_pre_cts_slack_ns=0.458
export IMPL_synth_warnings=36
export IMPL_finalClockPeriodUsage_pct=93.1
export IMPL_drt_iter0_drc=22
export IMPL_clock_latency_ns=0.25
export IMPL_endpoint_kind="primary output"
export IMPL_viasPerCell=3.47
export IMPL_die_x_microns=85
export IMPL_ys_types=23
export IMPL_worstSetupStartpoint="cnt_ff[0]"
export IMPL_rsz0062_at_grt="false"
export IMPL_crit_reg2reg_launch="cnt_ff[0]"
export IMPL_clock_skew_ns=0.00256
export IMPL_maxCapViolCount=0
export IMPL_instances_no_fill=170
export IMPL_hold_depth=2
export IMPL_syn_inst=105
export IMPL_crit_cells=5
export IMPL_crit_fanout=6
export IMPL_seq_area_sq_um=502
export IMPL_clockBufferDepth=2
export IMPL_fmax_mhz=347
export IMPL_wl_per_cell_microns=10.5
export IMPL_cts_tree="built"
export IMPL_drive_gt1_share_pct=8.33
export IMPL_cpMaxStageDelayCell="clkdlybuf4s50_1"
export IMPL_place_gp_congestion=0.818
export IMPL_synth_area_per_cell_sq_um=10.0
export IMPL_setup_viol=0
export IMPL_cp_top_family="simple AND/OR/NAND/NOR gates"
export IMPL_crit_chain="inv_1, ha_1, or4b_4, nor3_1, clkdlybuf4s50_1"
export IMPL_n_fill_cell=422
export IMPL_hold_violations=0
export IMPL_p_per_area_nw_per_um2=673
export IMPL_hold_start="div_const_ff[3]"
export IMPL_synth_area_sq_um=1050
export IMPL_dieHeight_microns=85
export IMPL_warnings=26
export IMPL_slew_viol_final=0
export IMPL_path_class="reg2out"
export IMPL_h_tree_depth=1
export IMPL_cts_root_buf="clkbuf_8"
export IMPL_crit_required_ns=2.48
export IMPL_top_area_cell="dfrtp_1"
export IMPL_clkTransAtPathRegs_ns=0.07
export IMPL_ys_ff=20
export IMPL_die_area_sq_um=7230
export IMPL_critPathArrivalTime_ns=2.26
export IMPL_fin_crit_ns=2.88
export IMPL_post_cts_buffers=0
export IMPL_dp_hpwl_microns=1440
export IMPL_postCtsHoldBufs=0
export IMPL_postRouteAntennaNets=0
export IMPL_finalSetupTns_ns=0
export IMPL_yosys_area_sq_um=1050
export IMPL_dr_pass1_iters=3
export IMPL_grt_remaining_overflow=0
export IMPL_cts_resized_gates=0
export IMPL_num_antenna_cells=0
export IMPL_layout_setup_ws_ns=0.215
export IMPL_vias=590
export IMPL_logic_area_sq_um=390
export IMPL_syn2layout_area_growth_pct=10.0
export IMPL_yosys_cells=105
export IMPL_grt_pass1_vias=688
export IMPL_critPathMaxStageDelay_ns=0.53
export IMPL_cts_inserted_buffers=3
export IMPL_cts_sinks=20
export IMPL_synth_seq_share_pct=47.7
export IMPL_grt_max_degree=21
export IMPL_placed_cells=166
export IMPL_antenna_found_initial=0
export IMPL_fp_row_count=23
export IMPL_route_detailed_drc=0
export IMPL_io_pins=49
export IMPL_track_usage_pct=4.76
export IMPL_ir_drop_v=0.000346
export IMPL_core_area_sq_um=4060
export IMPL_floorplan_core_util_pct=25.9
export IMPL_post_route_util_pct=28.5
export IMPL_min_path_type="reg2reg"
export IMPL_power_leakage_nw=0.520
export IMPL_cp_start_kind="register"
[worst reg2reg max path, delay by kind of cell (launching register included)]
family                     cells  cell delay (ns)
and+or+nand+nor                3             1.11
DFF                            1             0.40
adders and majority gates      1             0.21
AOI/OAI and AO/OA              1             0.09
buffers and inverters          1             0.07
[worst paths after layout]
check	end	slack [ns]
max	GPIO_0[0]	0.22
min	cnt_ff[3]	0.45
max reg2reg	cnt_ff[8]	1.16
min reg2reg	cnt_ff[3]	0.45
max in group asynchronous	div_const_ff[0]	2.14
min in group asynchronous	div_const_ff[2]	0.70
[layout make-up]
| cell class | count | share of cell area, % |
|---|---|---|
| Sequential cell | 20 | 43.4 |
| Multi-Input combinational cell | 79 | 33.8 |
| Timing Repair Buffer | 14 | 11.7 |
| Tap cell | 50 | 5.41 |
| Clock buffer | 4 | 4.76 |
| Inverter | 3 | 0.974 |
[stage by stage]
step	power, mW	instance area [sq um]
after detailed placement	0.590	1100
final	0.778	1160
after CTS	0.786	1160
after global routing	0.852	1160
after global placement	0.588	1100
after floorplan	0.561	1180
[state kept, by name, summed over array words and instances, names as in the netlist]
signal,cells
cnt_ff,10
div_const_ff,10
[routing by layer]
metal | part of all wire, % | GRT usage [%]
met5 | 0 | 0
met4 | 1.2 | 0.599
met3 | 6.8 | 2.02
met2 | 48 | 7.70
met1 | 44 | 5.94
[cell usage after synthesis]
| master | n |
|---|---|
| inv_1 | 3 |
| nor3_2 | 1 |
| dfrtp_1 | 19 |
| nand3_1 | 1 |
| nor4_1 | 1 |
| or3_1 | 1 |
| dfstp_2 | 1 |
| o21ai_0 | 10 |
| nor3_1 | 6 |
| nand2_1 | 8 |
| buf_4 | 36 |
| or4b_4 | 1 |
| ha_1 | 1 |
| buf_2 | 1 |
| xor2_1 | 1 |
| a21o_1 | 2 |
| a21oi_1 | 1 |
| nor2_1 | 4 |
| or4_1 | 1 |
| and2_1 | 1 |
| conb_1 | 1 |
| xnor2_1 | 3 |
| or4_4 | 1 |
[where the power goes]
group | total (mW) | internal [mW] | leakage, nW | switching, mW
Sequential | 0.415 | 0.335 | 0.233 | 0.0802
Combinational | 0.169 | 0.0899 | 0.259 | 0.0792
Clock | 0.193 | 0.113 | 0.0288 | 0.0805
Total | 0.778 | 0.538 | 0.520 | 0.240
[cells by family after synthesis]
group / synth area share (%)
other: 0.357
adders and majority gates: 1.19
AOI/OAI and AO/OA: 6.67
buffers and inverters: 27.3
and+or+nand+nor: 13.5
xor gates and xnor gates: 3.33
DFF: 47.7
[layout by cell type, fill, tap and decap left out]
cell type        netlist  layout
conb_1                 1      35
dfrtp_1               19      19
clkdlybuf4s50_1        0      12
o21ai_0               10      10
nand2_1                8       8
nor3_1                 6       6
nor2_1                 4       4
clkbuf_8               0       4
inv_1                  3       3
xnor2_1                3       3
a21o_1                 2       2
buf_4                 36       2
or4b_4                 1       1
or4_1                  1       1
or4_4                  1       1
nor3_2                 1       1
nand3_1                1       1
xor2_1                 1       1
or3_1                  1       1
and2_1                 1       1
a21oi_1                1       1
nor4_1                 1       1
ha_1                   1       1
dfstp_2                1       1
Power and IR drop assume default switching activity.
