==> flow/run.sh <==
#!/bin/bash
# OpenROAD 26Q1-2900-gdf79404cd8, Yosys 0.63+post, stock flow scripts
make -C /OpenROAD-flow-scripts/flow DESIGN_CONFIG=/design/flow/config.mk WORK_HOME=/design/flow/orfs finish
==> flow/config.mk <==
export PLATFORM = sky130hd
export DESIGN_NAME = simple_uart_receiver
export DESIGN_NICKNAME = simple_uart_receiver
export VERILOG_FILES = /design/flow/design.v
export SDC_FILE = /design/flow/constraint.sdc
export NUM_CORES = 4
export LEC_CHECK = 1
export CORE_AREA = 10 10 108 108
export DIE_AREA = 0 0 118 118
==> flow/constraint.sdc <==
current_design simple_uart_receiver

set clk_period 2.8
set clk_io_pct 0.2

create_clock -name clk0 -period $clk_period [get_ports {i_clk}]

set non_clock_inputs [all_inputs -no_clocks]
set_input_delay [expr $clk_period * $clk_io_pct] -clock clk0 $non_clock_inputs
set_output_delay [expr $clk_period * $clk_io_pct] -clock clk0 [all_outputs]
==> flow/design.v <==
module simple_uart_receiver(i_clk, i_rst_n, i_rx, o_dat, o_dat_vld);
input           i_clk;
input           i_rst_n;
input           i_rx;
output  reg     o_dat_vld;
output  [7:0]   o_dat;
parameter       RCONST = 1085;  
reg     [10:0]  baud_rate_cnt;
reg     [3:0]   bit_cnt;
reg     [7:0]   shift_reg;
reg     [1:0]   rx_sync;
reg     [7:0]   data_reg;
assign o_dat = data_reg;
always @(posedge i_clk)
    if ( (9 == bit_cnt) && (RCONST/2 == baud_rate_cnt) ) begin
        data_reg    <= shift_reg;
        o_dat_vld   <= 1'b1;
    end else begin
        o_dat_vld   <= 1'b0;
    end
always @(posedge i_clk)
    rx_sync <= {rx_sync[0], i_rx};
always @(posedge i_clk)
    if( RCONST/2 == baud_rate_cnt )
        shift_reg <= {rx_sync[1], shift_reg[7:1]};
always @(posedge i_clk, negedge i_rst_n)
    if (~i_rst_n) begin
        baud_rate_cnt <= 0;
    end else begin
        if ( (RCONST == baud_rate_cnt) || (10 == bit_cnt) )
            baud_rate_cnt <= 0;
        else
            baud_rate_cnt <= baud_rate_cnt + 1'b1;
    end
always @(posedge i_clk, negedge i_rst_n)
    if (~i_rst_n) begin
        bit_cnt <= 0;
    end else begin
        if ( (10 == bit_cnt) && (1'b0 == rx_sync[1]) )
            bit_cnt <= 0;
        else if (RCONST == baud_rate_cnt)
            bit_cnt <= bit_cnt + 1'b1;
    end
endmodule
==> impl_metrics.yaml <==
# implementation run metrics
sta:
  worst_clock_skew_ns: 0.00299
  period_needed_ns: 1.99
  fmax_ghz: 0.502
  tns_ns: 0
  finalHoldViolations: 0
  period_used_share: 0.711
  setup_viol: 0
  rsz0062_at_grt: "no"
  finalMaxSlewViolations: 0
  tightest_slew_ns: 0.701
  maxSlewHeadroom: 0.531
synth:
  syn-cell-area_um2: 1450
  compound_area_frac: 0.0561
  synthesis.instances: 109
  logic_family: "simple AND/OR/NAND/NOR gates"
  ys_cells: 109
  synth_adder_area_share: 0.0518
  muxShareOfSynthArea: 0.0311
  ys_sh_simple: 0.184
  syn_area_per_cell_um2: 13.3
  ff_type: "edfxtp_1"
  top_cell_area_share: 0.332
  top_cells_by_count: "16 x edfxtp_1, 15 x dfrtp_1, 11 x nor2_1, 8 x inv_1"
  yosysTopAreaCell: "edfxtp_1"
  edf_count: 16
  synth.area.top_cells: "edfxtp_1 33%, dfrtp_1 26%, ha_1 5.2%, dfxtp_1 4.1%, nor2_1 2.8%"
  ys_async_sr_fraction: 0.441
  synth_chip_area_um2: 1450
  ys_seq_share: 0.632
  ys_warn_count: 1
  synth_cell_type_count: 30
  top_cell: "edfxtp_1"
  synth-seq-cells: 34
  ys_sh_xor: 0.0181
drt:
  drc: 0
  drtPass1Iterations: 4
  finalWirelength_um: 2450
  dr_total_vias: 889
  antennaDiodeCount: 0
  ant_nets: 0
  vias_per_cell: 3.46
  drt-wirelength-per-cell_um: 9.53
  drtIter0Drc: 14
critical_path:
  crit_start: "baud_rate_cnt[7]"
  endpoint_kind: "flop"
  reg2reg_from: "baud_rate_cnt[7]"
  critical_path_class: "flop to flop"
  crit_arrival_ns: 1.94
  required_ns: 2.75
  worstSetupStartpointType: "flop"
  critPathMaxFanout: 9
grt:
  grt_pass1_wl_um: 4200
  overflow: 0
  grt_pass1_vias: 871
  grt_usage: 0.0352
  antenna_found_initial: 0
  grt_max_degree: 16
clock_tree:
  hold_buffers: 0
  numClockSinks: 34
  cts.clk_slew.worst_paths_ns: 0.07
  h-tree-depth: 2
  cts_buffer_depth: 2
  clockRootBuffer: "clkbuf_8"
  cts.repair.resized: 0
  clock_latency_ns: 0.28
  numCtsBuffers: 5
  postCtsSetupRepairBufs: 0
  cts_tree: "done"
floorplanning:
  core_um2: 9280
  ios: 12
  die_width_um: 118
  fp-utilization: 0.156
  fp.dieH_um: 118
  rows: 35
  chipArea_um2: 13900
pwr:
  p_sw_frac: 0.193
  pwr-share-seq: 0.533
  power.internal_uw: 787
  power.switching_uw: 189
  pwr-share-clk: 0.459
  powerDensity_nw_per_um2: 530
  comb_power_share: 0.007
  leakagePower_nw: 0.635
  ir_drop_uv: 195
flow_run:
  log.warning_count: 29
  drv_cap: 0
finish:
  final-seq-area_um2: 916
  largest_reg_flops: 11
  syn_to_final_growth_pct: 27.0
  fillers: 1012
  combGateArea_um2: 494
  design_area_um2: 1840
  drive_above_1_share: 0.133
worst_hold_path:
  hold_start: "rx_sync[0]"
  hold_class: "flop to flop"
placed_design:
  place_hpwl_um: 1690
  dpl_cell_area_um2: 1730
  io_buffers: 11
  gp_congestion: 0.757
run_status:
  outcome: "finished, final reports clean"
cells by family (layout without fill, tap and decap cells):
| logic type | count (synthesis) | after routing |
|---|---|---|
| flip-flops | 34 | 34 |
| multiplexers | 4 | 4 |
| XOR/XNOR | 3 | 3 |
| AND/OR/NAND/NOR | 39 | 39 |
| adder cells (fa/ha/maj) | 6 | 6 |
| AND-OR/OR-AND | 13 | 13 |
| buffers and inverters | 10 | 29 |
placed cells by master (no fill, tap or decap), types with 3 or more instances in the layout:
master	count
dfxtp_1	3
inv_1	8
edfxtp_1	16
clkbuf_8	5
nand4_1	3
clkdlybuf4s50_1	11
dfrtp_1	15
a21oi_1	6
nand3_1	5
nor2_1	11
ha_1	6
or3_1	4
o21ai_0	4
worst paths after layout:
check                                    to  slack (ns)  cells past startpoint
max                             data_reg[2]        0.81                      4
min                              rx_sync[1]        0.33                      0
max reg2reg                     data_reg[2]        0.81                      4
min reg2reg                      rx_sync[1]        0.33                      0
max in group asynchronous        bit_cnt[2]        1.66                      1
min in group asynchronous  baud_rate_cnt[4]        0.70                      1
metal layers:
metal / GRT usage / part of all wire
met5: 0 / 0
met4: 0.00618 / 0.0094
met3: 0.0156 / 0.072
met2: 0.0517 / 0.43
met1: 0.0474 / 0.48
critical path, stage by stage (launching register included):
cell	delay, ns
dfrtp_1	0.44
nand4bb_2	0.31
nor4_2	0.25
buf_4	0.21
and4b_1	0.44
through the flow:
step / setup WS (ns) / total power [mW] / hold slack, ns / utilization / std cells
finish: 0.809 / 0.976 / 0.330 / 0.198 / 257
global route: 0.664 / 1.01 / 0.344 / 0.198 / 257
CTS: 0.795 / 0.990 / 0.330 / 0.198 / 257
detailed placement: 0.802 / 0.539 / 0.312 / 0.186 / 249
global placement: 0.863 / 0.539 / 0.313 / 0.186 / 249
floorplan: 0.674 / 0.531 / 0.264 / - / 109
cell type report:
type                       instances  share of cell area
clock buffer                       5              0.0374
clock inverter                     3              0.0245
inverter                           8              0.0163
multi-input combinational         65               0.269
sequential                        34               0.498
tap                              129              0.0877
timing repair buffer              13              0.0680
power by group through the flow:
stage                 Combinational, mW  Sequential (mW)  Clock, mW
final                           0.00705            0.520      0.448
after global routing            0.00812            0.520      0.484
after CTS                       0.00761            0.520      0.462
Power is estimated from default activity; no workload was simulated.
